File: ./constraint.sdc
current_design main

set clk_period 3.9
set clk_io_pct 0.2

create_clock -name clk0 -period $clk_period [get_ports {clk_in}]

set non_clock_inputs [all_inputs -no_clocks]
set_input_delay [expr $clk_period * $clk_io_pct] -clock clk0 $non_clock_inputs
set_output_delay [expr $clk_period * $clk_io_pct] -clock clk0 [all_outputs]
File: ./run.sh
#!/bin/bash
# OpenROAD 26Q1-2900-gdf79404cd8, Yosys 0.63+post, stock flow scripts
make -C /OpenROAD-flow-scripts/flow DESIGN_CONFIG=/design/flow/config.mk WORK_HOME=/design/flow/orfs finish
File: ./design.v
module ADC128S022_DRIVER (input clk_in, start_convert, reset, ADC_SDAT,
								  output reg ADC_SCLK, ADC_CS_N, ADC_SADDR,
								  output reg [15:0] data_out
								  );
parameter divider_clk = 16;						 
parameter quantity_clk = 16;
reg [7:0] state;	
reg [7:0] next_state;
localparam IDLE 							= 8'd0;
localparam START							= 8'd1;
localparam START_GENERATE				= 8'd2;
localparam REVERSE_CLK              = 8'd3;
localparam STOP							= 8'd4;
reg process_flg;
reg [7:0] cnt;
reg [7:0] cnt_quantity_clk;
initial begin
	ADC_SCLK <= 1'b1;
	ADC_CS_N <= 1'b1;
	ADC_SADDR <= 1'b0; 
	state <= 1'b0;	
	next_state <= 1'b0;
	process_flg <= 1'b0;
	cnt <= 1'b0;
	cnt_quantity_clk <= 1'b0;	
	data_out <= 1'b0;
end		
always @* 	
		case (state)
			IDLE:
				if (start_convert == 1'b0) begin
					next_state <= START;
				end
				else begin
					next_state <= IDLE;
				end
			START:	
				if (cnt == divider_clk) begin
					next_state <= START_GENERATE;
				end
				else begin
					next_state <= START;
				end
			START_GENERATE:
				if (cnt == divider_clk) begin
					next_state <= REVERSE_CLK;
				end
				else begin
					next_state <= START_GENERATE;
				end
			REVERSE_CLK:
				if (cnt == divider_clk && cnt_quantity_clk < quantity_clk) begin
					next_state <= START_GENERATE;
				end
				else if (cnt == divider_clk && cnt_quantity_clk == quantity_clk) begin
					next_state <= STOP;
				end
				else begin
					next_state <= REVERSE_CLK;
				end
			STOP:
				if (state == STOP) begin
					next_state <= IDLE;
				end
				else begin
					next_state <= STOP;
				end
			default:
				next_state <= IDLE;
		endcase
always @(posedge clk_in) begin
	if (state == IDLE) begin
		ADC_SCLK <= 1'b1;
		ADC_CS_N <= 1'b1;
		ADC_SADDR <= 1'b0; 
		process_flg <= 1'b0;
		cnt <= 1'b0;
	end
	if (state == START) begin
		process_flg <= 1'b1;
		ADC_CS_N <= 1'b0;
		ADC_SADDR <= 1'b0;		
	end
	if (process_flg == 1'b1) begin			
		cnt <= cnt + 1'b1;
	end
	if (cnt == divider_clk) begin
		cnt <= 1'b0;
	end
	if (state == START_GENERATE) begin
		ADC_SCLK <= 1'b0;
	end
	if (state == REVERSE_CLK) begin
		ADC_SCLK <= 1'b1;
	end
	if (state == STOP) begin
		process_flg <= 1'b0;				
		ADC_CS_N <= 1'b1;	
		cnt <= 1'b0;
	end
end	
always @(posedge ADC_SCLK or negedge process_flg) begin		
	if (!process_flg) begin														
		cnt_quantity_clk <= 1'b0;
	end
	else begin
		cnt_quantity_clk <= cnt_quantity_clk + 1'b1;
		data_out <=  {data_out[15:0], ADC_SDAT};
	end
end
always @(posedge clk_in or negedge reset) begin 
	if(!reset) begin
		state <= IDLE;
	end
	else begin
		state <= next_state;
	end
end		
endmodule
module UART_Tx (input clk_Tx, TX_LAUNCH, reset,							 
					 input [7:0] data_in,
					 output reg	Tx_out, transmit_flg                           
					 );
parameter Fclk = 50 * 1000000;			
parameter Fuart = 9600;								 	
parameter divider	= Fclk / Fuart; 
reg [7:0] state;	
reg [7:0] next_state;
reg [7:0] state_cnt;
localparam IDLE 							= 8'd0;
localparam START_BIT						= 8'd1;
localparam SET_DATA_BIT					= 8'd2;
localparam DEC_BIT_CNT					= 8'd3;
localparam STOP_TRANSMIT				= 8'd4;
initial transmit_flg <= 1'b0;
reg [24:0] cnt;
initial cnt <= 1'b0;	
reg [7:0] bit_cnt;
initial bit_cnt <= 8'd0;
initial Tx_out <= 1'b1;
always @* 	
		case (state)
			IDLE:
				if (TX_LAUNCH == 1'b0 && transmit_flg == 1'b0) begin
					next_state <= START_BIT;
				end
				else begin
					next_state <= IDLE;
				end
			START_BIT:	
				if (cnt == divider) begin
					next_state <= SET_DATA_BIT;
				end
				else begin
					next_state <= START_BIT;
				end
			SET_DATA_BIT:	
				if (cnt == divider) begin
					next_state <= DEC_BIT_CNT;
				end
				else begin
					next_state <= SET_DATA_BIT;
				end				
			DEC_BIT_CNT:
				if (bit_cnt == 8'd7) begin
					next_state <= STOP_TRANSMIT;
				end
				else begin
					next_state <= SET_DATA_BIT;
				end
			STOP_TRANSMIT:
				if (cnt == divider) begin
					next_state <= IDLE;
				end
				else begin
					next_state <= STOP_TRANSMIT;
				end
			default:
				next_state <= IDLE;
		endcase
always @(posedge clk_Tx) begin
	if (TX_LAUNCH == 1'b0) begin
		transmit_flg <= 1'b1;
	end
	if (transmit_flg == 1'b1) begin
		cnt <= cnt + 1'b1;
	end
	if (cnt == divider) begin
		cnt <= 1'b0;
	end
	if (state == IDLE) begin
		cnt <= 1'b0;
		transmit_flg <= 1'b0;
		bit_cnt <= 1'b0;
		Tx_out <= 1'b1;
	end
	if (state == START_BIT) begin
		Tx_out <= 1'b0;
	end
	if (state == SET_DATA_BIT) begin
		Tx_out <= data_in[bit_cnt];
	end
	if (state == DEC_BIT_CNT) begin
		bit_cnt <= bit_cnt + 1'b1;
	end
	if (state == STOP_TRANSMIT) begin
		Tx_out <= 1'b1;
	end
end	
always @(posedge clk_Tx or negedge reset) begin 
	if(!reset) begin
		state <= IDLE;
	end
	else begin
		state <= next_state;
	end
end		
endmodule
module main (input clk_in, start_button, T_frame_switch, ADC_SDAT, reset,
				 output reg Hold_IV, Reset_IV, D_out, 
				 output ADC_SCLK, ADC_CS_N, ADC_SADDR,
				 output Tx_out, 
				 led, led_sw
				 );
assign led = start_button;
assign led_sw = T_frame_switch;
parameter divider = 8000;
parameter t_frame_1sec = 50000000;
parameter t_frame_0_1sec = 5000000;  
reg [7:0] state;	
reg [7:0] next_state;
localparam IDLE 							= 8'd0;
localparam START							= 8'd1;
localparam RESET_IV						= 8'd2;
localparam RECORDING						= 8'd3;
localparam HOLD_IV						= 8'd4;
localparam ADC								= 8'd5;
localparam WAIT_READY_CONVERTATION  = 8'd6;
localparam TRANSMITION_1_HALF			= 8'd7;
localparam RELOAD_TX						= 8'd8;
localparam TRANSMITION_2_HALF 		= 8'd9;
localparam STOP							= 8'd10;
reg process_flg;
reg [32:0] cnt;
reg [32:0] Hz;
reg ADC_start_convert;
wire [15:0] data_out;
wire [7:0] data_1_half;
wire [7:0] data_2_half;
assign data_2_half = data_out[7:0];
assign data_1_half = data_out[15:8];
reg launch_Tx;
wire transmit_flg;
reg [7:0] data_for_transmit;
initial begin
	Hold_IV = 1'b1;
	Reset_IV = 1'b1;
	D_out = 1'b0;
	ADC_start_convert <= 1'b1;
	launch_Tx <= 1'b1;
	state <= 1'b0;	
	next_state <= 1'b0;
	process_flg <= 1'b0;
	cnt <= 1'b0;
	Hz <= t_frame_0_1sec;
	data_for_transmit <= 1'b0;
end		
always @* 	
		case (state)
			IDLE:
				if (start_button == 1'b0 && process_flg == 1'b0) begin
					next_state <= START;
				end
				else begin
					next_state <= IDLE;
				end
			START:	
				if (state == START) begin
					next_state <= RESET_IV;
				end
				else begin
					next_state <= START;
				end
			RESET_IV:	
				if (cnt == divider) begin
					next_state <= RECORDING;
				end
				else begin
					next_state <= RESET_IV;
				end
			RECORDING:	
				if (cnt == Hz + divider) begin
					next_state <= HOLD_IV;
				end
				else begin
					next_state <= RECORDING;
				end
			HOLD_IV:	
				if (cnt == Hz + divider * 2) begin
					next_state <= ADC;
				end
				else begin
					next_state <= HOLD_IV;
				end
			ADC:
				if (ADC_CS_N == 1'b0) begin  
					next_state <= WAIT_READY_CONVERTATION;
				end
				else begin
					next_state <= ADC;
				end
			WAIT_READY_CONVERTATION:
				if (ADC_CS_N == 1'b1) begin 
					next_state <= TRANSMITION_1_HALF;
				end
				else begin
					next_state <= WAIT_READY_CONVERTATION;
				end
			TRANSMITION_1_HALF:
				if (transmit_flg == 1'b1) begin 
					next_state <= RELOAD_TX;
				end
				else begin
					next_state <= TRANSMITION_1_HALF;
				end
			RELOAD_TX:
				if (transmit_flg == 1'b0) begin 
					next_state <= TRANSMITION_2_HALF;
				end
				else begin
					next_state <= RELOAD_TX;
				end
			TRANSMITION_2_HALF:
				if (transmit_flg == 1'b1) begin 
					next_state <= STOP;
				end
				else begin
					next_state <= TRANSMITION_2_HALF;
				end
			STOP:
				if (state == STOP) begin
					next_state <= IDLE;
				end
				else begin
					next_state <= STOP;
				end
			default:
				next_state <= IDLE;
		endcase
always @(posedge clk_in) begin
	if (T_frame_switch == 1'b0) begin
		Hz <= t_frame_0_1sec;
	end
	if (T_frame_switch == 1'b1) begin
		Hz <= t_frame_1sec;
	end
	if (start_button == 1'b0 && process_flg == 1'b0) begin
		process_flg <= 1'b1;					
		D_out <= 1'b1;
		Reset_IV <= 1'b0;
	end
	if (process_flg == 1'b1) begin
		cnt = cnt + 1'b1;
	end
	if (state == RESET_IV) begin
	end
	if (state == RECORDING) begin
		D_out <= 1'b0;
		Reset_IV <= 1'b1;
	end
	if (state == HOLD_IV) begin
		D_out <= 1'b1;
		Hold_IV <= 1'b0;
	end
	if (state == ADC) begin
		ADC_start_convert <= 1'b0;
		Hold_IV <= 1'b1;
		Reset_IV <= 1'b1;
		D_out <= 1'b0;
	end
	if (state != ADC) begin
		ADC_start_convert <= 1'b1;
	end
	if (state == TRANSMITION_1_HALF) begin
		launch_Tx <= 1'b0;
		data_for_transmit <= data_1_half;
	end
	if (state == RELOAD_TX) begin
		launch_Tx <= 1'b1;
	end
	if (state == TRANSMITION_2_HALF) begin
		launch_Tx <= 1'b0;
		data_for_transmit <= data_2_half;
	end
	if (state != TRANSMITION_1_HALF && state != TRANSMITION_2_HALF) begin
		launch_Tx <= 1'b1;
	end
	if (state == STOP) begin
		Hold_IV <= 1'b1;
		Reset_IV <= 1'b1;
		D_out <= 1'b0;
		ADC_start_convert <= 1'b1;
		process_flg <= 1'b0;				
		cnt <= 1'b0;
		launch_Tx <= 1'b1;
	end
end	
always @(posedge clk_in or negedge reset) begin 
	if(!reset) begin
		state <= IDLE;
	end
	else begin
		state <= next_state;
	end
end		
ADC128S022_DRIVER ADC1 (.clk_in(clk_in), .reset(reset), .ADC_SDAT(ADC_SDAT),
						 .start_convert(ADC_start_convert), 
						 .ADC_SCLK(ADC_SCLK), .ADC_CS_N(ADC_CS_N), .ADC_SADDR(ADC_SADDR),
						 .data_out(data_out));
UART_Tx TX1 (.clk_Tx(clk_in), .TX_LAUNCH(launch_Tx), .reset(reset), .transmit_flg(transmit_flg),
			.data_in(data_for_transmit), .Tx_out(Tx_out));
endmodule
File: ./config.mk
export PLATFORM = sky130hd
export DESIGN_NAME = main
export DESIGN_NICKNAME = main
export VERILOG_FILES = /design/flow/design.v
export SDC_FILE = /design/flow/constraint.sdc
export NUM_CORES = 4
export LEC_CHECK = 1
export CORE_UTILIZATION = 50
==> flow_summary.json <==
{
  "status": "finished, final reports clean",
  "die_width_um": 113,
  "cp_num_buf_inv": 1,
  "unclocked_regs": 24,
  "place.detailed.instances": 807,
  "regToRegSetupSlack_ns": 1.30,
  "cp_data_required_time_ns": 4.14,
  "boundaryPins": 14,
  "viasPerCell": 5.26,
  "top_cell_area_share": 0.255,
  "crit_fanout": 9,
  "io_buffer_count": 12,
  "1st_pass_router_iterations": 4,
  "rsz0062_at_grt": "no",
  "edf_count": 32,
  "track_usage": 0.192,
  "timing.fmax_ghz": 0.385,
  "final_layout_size_suffix_gt1_frac": 0.0611,
  "tightestPinTransition_ns": 0.861,
  "global_route_wire_length_before_repair_um": 19200,
  "grt_antenna_before_repair": 0,
  "post_synth_inst_count": 651,
  "yosys.cell_types.count": 60,
  "critical-path-max-stage-delay_ns": 0.52,
  "cap_viol_max_count": 0,
  "synthesis.area_sq_mm": 0.00621,
  "hold_class": "flip-flop to flip-flop",
  "report.final.slew_viol_count": 0,
  "cycle_use_final": 0.666,
  "drt-initial-drc-count": 212,
  "path_class": "flip-flop to flip-flop",
  "clk_transition_reported_paths_ns": 0.07,
  "reg2reg_depth": 8,
  "synthArstFlopShare": 0.153,
  "yosys_warns": 3,
  "regToRegEndpoint": "state[0]$_DFF_PN0_",
  "path_delay_family": "simple AND/OR/NAND/NOR gates",
  "clock_tree.buffer_depth": 2,
  "clock_tree_from_tritoncts": "built",
  "r2r-start": "Hz[23]$_DFF_P_",
  "grt_max_degree": 36,
  "power_density_mw_per_mm2": 297,
  "end_kind": "flip-flop",
  "diodes": 0,
  "rows": 40,
  "critPathLaunchType": "flip-flop",
  "final-comb-area_sq_mm": 0.00294,
  "detailroute.via_count": 4325,
  "finalWeightedCongestion": 0.883,
  "die_area_sq_mm": 0.0129,
  "syn_area_per_cell_sq_um": 9.53,
  "cts_hold_buf": 0,
  "insertion_delay_ns": 0.35,
  "area_leaders": "sky130_fd_sc_hd__dfxtp_1, sky130_fd_sc_hd__edfxtp_1, sky130_fd_sc_hd__dfrtp_1",
  "flow.area_growth_from_synthesis_pct": 7.88,
  "worstSetupPathDepth": 8,
  "hold_path_end": "TX1.transmit_flg$_SDFFE_PP0N_",
  "coreArea_sq_mm": 0.0121,
  "openroad.warnings": 33,
  "final-seq-area_sq_mm": 0.00304,
  "untimed_endpoints": 40,
  "cts-resized-gates": 0,
  "cellLeakagePower_nw": 2.48,
  "global_route.usage.met1": 0.322,
  "post-dp-hpwl_um": 7590,
  "numCtsBuffers": 9,
  "ys_seq_frac": 0.491,
  "yosys_register_bits": 131,
  "worst_slew_margin_rel": 0.426,
  "wl_um": 11000,
  "final-setup-viol-count": 0,
  "hold_viol": 0,
  "period_minus_ws_final_ns": 2.60,
  "die_height_um": 113,
  "ant_nets": 0,
  "min_path_cells": 1,
  "cp_cell_sequence": "inv_1, ha_1, nand2b_1, o21ai_0, o2111ai_1, nor4_1, o21ai_1, a31o_1",
  "via_count_of_the_first_global_routing_pass": 4097,
  "grt_use_met2": 0.284,
  "cp_data_arrival_time_ns": 2.84,
  "post_synthesis_chip_area_from_yosys_sq_mm": 0.00621,
  "htree_num_levels": 3,
  "final-instance-count-excl-fill": 823,
  "route.detailed.wl_per_inst_um": 13.3,
  "flop_cell": "sky130_fd_sc_hd__dfxtp_1",
  "fill_cells": 1044,
  "post-route-drc-count": 0,
  "initial_utilization": 0.515,
  "busiest_layer": "met1",
  "worst_path_max_delay_cell": "sky130_fd_sc_hd__nor4_1",
  "yosysCellCount": 651,
  "post-cts-setup-buffer-count": 0,
  "setup_total_negative_slack_ns": 0,
  "power.ir.vdd_worst_mv": 0.201,
  "globalRouteMet3Util": 0.0390,
  "cts-root-buf": "sky130_fd_sc_hd__clkbuf_16",
  "worst_hold_launch": "launch_Tx$_SDFFE_PP1P_",
  "synth.largest_area_cell": "sky130_fd_sc_hd__dfxtp_1",
  "gr_ovfl_total": 0,
  "finClkSkew_ns": 0.00769
}
## stage by stage
stage	cell area [sq um]	util	hold WS (ns)	worst slack (ns)	power (mW)
final	6700	0.555	0.458	1.30	1.99
after global routing	6700	0.555	0.494	1.11	2.08
after detailed placement	6420	0.532	0.450	1.32	1.17
after floorplan	6210	-	0.424	1.78	1.16
after CTS	6700	0.555	0.460	1.31	2.02
after global placement	6420	0.532	0.436	1.33	1.17
## layer usage
metal	part of all wire	routed length [um]	up-vias
met3	0.044	487	5
li1	-	-	2263
met2	0.44	4800	64
met5	0	0	-
met1	0.51	5600	1993
met4	0.0084	92	0
## flip-flops by register name (all words and copies together), names as in the netlist
register and flops:
TX1.Tx_out 1, state 4, ADC1.ADC_CS_N 1, ADC1.cnt 8
ADC1.cnt_quantity_clk 8, Hold_IV 1, cnt 33, Hz 2
ADC1.data_out 16, ADC1.state 3, process_flg 1, TX1.cnt 25
data_for_transmit 8, TX1.bit_cnt 8, ADC1.ADC_SCLK 1, Reset_IV 1
launch_Tx 1, TX1.transmit_flg 1, D_out 1, ADC1.process_flg 1
ADC_start_convert 1, TX1.state 5
## cell usage in the layout (no fill, tap or decap), types with 18 or more instances in the layout
master and count:
sky130_fd_sc_hd__nor2_1 97, sky130_fd_sc_hd__dfxtp_1 79, sky130_fd_sc_hd__nand2_1 49, sky130_fd_sc_hd__xor2_1 44
sky130_fd_sc_hd__nand3_1 36, sky130_fd_sc_hd__edfxtp_1 32, sky130_fd_sc_hd__xnor2_1 27, sky130_fd_sc_hd__inv_1 23
sky130_fd_sc_hd__a21oi_1 23, sky130_fd_sc_hd__o21ai_0 22, sky130_fd_sc_hd__dfrtp_1 19, sky130_fd_sc_hd__nand4_1 18
## layout make-up
type | count | area share
Tap cell | 168 | 0.0314
Clock buffer | 12 | 0.0368
Sequential cell | 131 | 0.455
Clock inverter | 4 | 0.00392
Timing Repair Buffer | 15 | 0.0213
Multi-Input combinational cell | 470 | 0.439
Inverter | 23 | 0.0129
## worst max path at each step
stage         startpoint            endpoint  slack (ns)
6_report  Hz[23]$_DFF_P_  state[0]$_DFF_PN0_        1.30
5_1_grt   Hz[23]$_DFF_P_  state[0]$_DFF_PN0_        1.11
4_1_cts   Hz[23]$_DFF_P_  state[0]$_DFF_PN0_        1.31
## synthesized netlist by cell type (18+ instances only)
| cell type | count |
|---|---|
| sky130_fd_sc_hd__a21oi_1 | 23 |
| sky130_fd_sc_hd__o21ai_0 | 22 |
| sky130_fd_sc_hd__inv_1 | 23 |
| sky130_fd_sc_hd__xnor2_1 | 27 |
| sky130_fd_sc_hd__nand2_1 | 49 |
| sky130_fd_sc_hd__dfxtp_1 | 79 |
| sky130_fd_sc_hd__dfrtp_1 | 19 |
| sky130_fd_sc_hd__edfxtp_1 | 32 |
| sky130_fd_sc_hd__nor2_1 | 97 |
| sky130_fd_sc_hd__xor2_1 | 44 |
| sky130_fd_sc_hd__nand3_1 | 36 |
| sky130_fd_sc_hd__nand4_1 | 18 |
## power breakdown
| part | internal, mW | leakage [nW] | switching [mW] |
|---|---|---|---|
| clock | 0.450 | 0.129 | 0.395 |
| sequential | 1.12 | 1.17 | 0.00295 |
| combinational | 0.0120 | 1.18 | 0.0129 |
## cell families after synthesis
family          count (synthesis)  synth area share
buf+inv                        50            0.0359
flops                         131             0.491
mux                            13            0.0266
fa+ha+maj                      14            0.0282
compound gates                 74            0.0720
xor+xnor                       71             0.100
other cells                     1          0.000604
simple gates                  297             0.246
Power and IR drop assume default switching activity.
